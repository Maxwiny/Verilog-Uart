==> design/flow/design.v <==
`timescale 1ns / 1ns
module uart_rx#(
	parameter	p_sys_clk = 'd50_000_000,
	parameter	p_baud_rate = 'd115200
)(
	input	wire	clk,
	input	wire	rstn,
	input	wire	rxd,
	output	reg	done,
	output	reg	[7:0]	data
);
localparam	l_baud_max = (p_sys_clk / p_baud_rate / 16);
reg	[1:0]	r_uart_rx_buf;
reg	en;
reg	[15:0]	baud_cnt;
reg	[7:0]	bps_cnt;
reg	[2:0]	r_data[7:0];
reg	[2:0]	sta_bit;
reg	[2:0]	sto_bit;
wire	nedge_rx_start;
wire	bps_clk_16x = (baud_cnt == l_baud_max / 2);
assign	nedge_rx_start = (r_uart_rx_buf == 2'b10);
always@(posedge	clk or negedge rstn)
	if(rstn == 0) 
		r_uart_rx_buf <= #1 2'b00;
	else begin
		r_uart_rx_buf[0] <= #1 rxd;
		r_uart_rx_buf[1] <= #1 r_uart_rx_buf[0];
	end
always@(posedge clk or negedge rstn)
	if(rstn == 0)
		en <= #1 0;
	 else if(nedge_rx_start == 1)
	 	en <= #1 1;
	 else if(sta_bit[2] == 1 || bps_cnt == 159)
	 	en <= #1 0;
always@(posedge clk or negedge rstn)
	if(rstn == 0)begin
		baud_cnt <= #1 0;
	end else if(en == 1)begin
		if(baud_cnt == l_baud_max - 1)begin
			baud_cnt <= #1 0;
		end else begin
			baud_cnt <= #1 baud_cnt + 'd1;
		end
	end else begin
		baud_cnt <= #1 0;
	end
always@(posedge clk or negedge rstn)
	if(rstn == 0)begin
		bps_cnt <= #1 0;
	end else if(en == 1)begin
		if(bps_clk_16x == 1)
			if(bps_cnt == 159)begin
				bps_cnt <= #1 0;
			end else begin
				bps_cnt <= #1 bps_cnt + 'd1;
			end
	end else begin
		bps_cnt <= #1 0;
	end
always@(posedge clk or negedge rstn)
	if(rstn == 0)begin
		sta_bit <= #1 0;
		r_data[0] <= #1 0;
		r_data[1] <= #1 0;
		r_data[2] <= #1 0;
		r_data[3] <= #1 0;
		r_data[4] <= #1 0;
		r_data[5] <= #1 0;
		r_data[6] <= #1 0;
		r_data[7] <= #1 0;
		sto_bit <= #1 0;
	end else if(en) 
		if(bps_clk_16x)
			case(bps_cnt)
				0:	begin
					sta_bit <= #1 0;
					r_data[0] <= #1 0;
					r_data[1] <= #1 0;
					r_data[2] <= #1 0;
					r_data[3] <= #1 0;
					r_data[4] <= #1 0;
					r_data[5] <= #1 0;
					r_data[6] <= #1 0;
					r_data[7] <= #1 0;
					sto_bit <= #1 0;
					end
				5,6,7,8,9,10,11: sta_bit <= #1 sta_bit + rxd; 
				21,22,23,24,25,26,27: r_data[0] <= #1 r_data[0] + rxd; 
				37,38,39,40,41,42,43: r_data[1] <= #1 r_data[1] + rxd; 
				53,54,55,56,57,58,59: r_data[2] <= #1 r_data[2] + rxd; 
				69,70,71,72,73,74,75: r_data[3] <= #1 r_data[3] + rxd; 
				85,86,87,88,89,90,91: r_data[4] <= #1 r_data[4] + rxd; 
				101,102,103,104,105,106,107: r_data[5] <= #1 r_data[5] + rxd; 
				117,118,119,120,121,122,123: r_data[6] <= #1 r_data[6] + rxd; 
				133,134,135,136,137,138,139: r_data[7] <= #1 r_data[7] + rxd; 
				149,150,151,152,153,154,155: sto_bit <= #1 sto_bit + rxd; 
			endcase
always@(posedge clk or negedge rstn)
	if(rstn == 0)
		data <= 8'h00;
	else if(bps_cnt == 159)begin
		data[0] <= #1 r_data[0][2];
		data[1] <= #1 r_data[1][2];
		data[2] <= #1 r_data[2][2];
		data[3] <= #1 r_data[3][2];
		data[4] <= #1 r_data[4][2];
		data[5] <= #1 r_data[5][2];
		data[6] <= #1 r_data[6][2];
		data[7] <= #1 r_data[7][2];
	end
always@(posedge clk or negedge rstn)
	if(rstn == 0)
		done <= #1 0;
	else if(bps_cnt == 159)
		done <= #1 1;
	else
		done <= #1 0;
endmodule
==> design/flow/run.sh <==
#!/bin/bash
# OpenROAD 26Q1-2900-gdf79404cd8, Yosys 0.63+post, stock flow scripts
make -C /OpenROAD-flow-scripts/flow DESIGN_CONFIG=/design/flow/config.mk WORK_HOME=/design/flow/orfs finish
==> design/flow/config.mk <==
export PLATFORM = sky130hd
export DESIGN_NAME = uart_rx
export DESIGN_NICKNAME = uart_rx
export VERILOG_FILES = /design/flow/design.v
export SDC_FILE = /design/flow/constraint.sdc
export NUM_CORES = 4
export LEC_CHECK = 1
export CORE_UTILIZATION = 30
==> design/flow/constraint.sdc <==
current_design uart_rx

set clk_period 2.6
set clk_io_pct 0.2

create_clock -name clk0 -period $clk_period [get_ports {clk}]

set non_clock_inputs [all_inputs -no_clocks]
set_input_delay [expr $clk_period * $clk_io_pct] -clock clk0 $non_clock_inputs
set_output_delay [expr $clk_period * $clk_io_pct] -clock clk0 [all_outputs]
==> reports/results.txt <==
Status: completed
Comb pwr share: 3.2%
Die Y: 107.5 um
Synth top area share: 47.23%
Final setup vio count: 0
Crit path kind: register to register
Clk sinks: 63
Gate Count Post-Synth: 343
IO Pins: 12
Initial DRC count: 135
First-pass GRT wire length: 11320 um
I/O Buffers: 11
Antenna diodes: 0
Final wirelength: 6324 um
Worst setup EP type: register
Hold crit path type: input port to async pin
Max Cap Viol: 0
WL/cell: 12.40 um
Drt pass-1 iters: 4
Max Transition Viols Final: 0
Worst Skew: 0.01254 ns
All-Layer GR Usage: 12.51%
Peak supply drop: 0.2065 mV
Initial Utilization: 30.79%
Chip area: 11550 um2
Power density cells: 470.4 nW/um2
# Cells Yosys: 343
Tool Warnings: 30
Num rows: 38
Max clock buf depth: 2
Utilization after layout: 35.26%
Register share after synthesis: 47.23%
Hold Vio Cnt, Final: 0
Post-CTS setup buffers: 0
GR Util met3: 2.716%
GPL Wtd Cong: 0.8135
Detailed-route DRC error count: 0
Async S/R FF share, synth: 100.0%
DP HPWL: 4351 um
Met1 Resource Use GR: 18.21%
Fmax: 0.4248 GHz
Post-detailed-route count of antenna-violating nets: 0
Leakage: 1.615 nW
Vias/cell: 4.810
Crit Path Max Fanout: 6
CTS tree: done
Worst Path Arrival: 2.58 ns
Clock Power Share: 41.9%
Initial antenna violation count: 0
Flops after synth: 63
RSZ-0062 raised after global routing: no
TritonCTS Buffers: 9
Grt total ovfl: 0
GRT busiest layer: met2
Cell Int Power: 1.371 mW
Worst-Margin Slew: 0.7251 ns
Core area: 10840 um2
Final worst path period share: 90.55%
Minimum clock period: 2.354 ns
YS chip area: 3338 um2
H-tree depth: 3
Yosys warning tally: 2
Area growth syn-to-layout: 14.51%
Switching share of power: 23.73%
Syn_area_per_cell: 9.732 um2
Vias: 2453
Synth Cell Area: 3338 um2
CTS clk-pin slew, worst paths: 0.07 ns
Clk latency late pin: 0.34 ns
Synth top area cells: dfrtp_1, ha_1, nand2_1
CTS root buf: clkbuf_8
Layout cell share with drive strength beyond 1: 12.16%
Post-route setup TNS: 0 ns
Cell Type Count: 46
Top cell type by total area after synthesis: dfrtp_1
Ys flop type: dfrtp_1
Sequential Power Share: 54.9%
Setup crit start kind: register
Req. time, crit path: 2.83 ns
Sw Pwr: 426.8 uW
Largest net degree at the start of global routing: 64
Vias in the first global route: 2423
Rel. slew slack: 51.66%
Die x size: 107.5 um
Post-synth tally of flip-flops with integrated enable: 0
Grt met2 use: 19.92%
registers in the layout, indices dropped and copies added, names as in the netlist:
name and flops:
done 1, r_data 24, en 1, bps_cnt 8
baud_cnt 16, sta_bit 3, data 8, r_uart_rx_buf 2
power groups by stage:
| stage | sequential [mW] | combinational [mW] | clock, mW |
|---|---|---|---|
| 6_report | 0.987 | 0.0581 | 0.753 |
| 4_1_cts | 0.987 | 0.0608 | 0.782 |
| 5_1_grt | 0.987 | 0.0682 | 0.824 |
area by class of cell:
| type | count | area [um2] |
|---|---|---|
| multi-input combinational | 256 | 1654 |
| clock buffer | 11 | 141.4 |
| tap | 140 | 175.2 |
| inverter | 15 | 56.30 |
| timing repair buffer | 20 | 185.2 |
| clock inverter | 5 | 33.78 |
| fill | 1076 | 7018 |
| sequential | 63 | 1577 |
worst max-delay path: stages (launching register included):
cell,delay (ns)
dfrtp_1,0.44
nor4_2,0.54
nand4_1,0.41
nor4_1,0.57
nand2_1,0.14
mux2i_1,0.14
cell families (layout without fill, tap and decap cells):
family          after synthesis  in the layout  share of synthesized area, %
compound gates               51             51                         8.958
xor+xnor                     14             14                         3.673
fa+ha+maj                    25             25                         9.370
buf+inv                      24             51                         3.411
flops                        63             63                         47.23
mux                           4              4                         1.199
simple gates                162            162                         26.16
final timing paths:
check                            startpoint                to  slack, ns  depth (start not counted)
min reg2reg                r_uart_rx_buf[0]  r_uart_rx_buf[1]       0.39                          0
min in group clk0          r_uart_rx_buf[0]  r_uart_rx_buf[1]       0.39                          0
max                             baud_cnt[9]      r_data[6][2]       0.25                          5
max reg2reg                     baud_cnt[9]      r_data[6][2]       0.25                          5
min                                    rstn           data[7]       0.15                          2
max in group asynchronous              rstn      r_data[2][2]       2.13                          2
repair_timing:
| action | 4_1_cts | 5_1_grt |
|---|---|---|
| hold buffers | 0 | 0 |
| gates resized | 0 | 1 |
| endpoints found under the setup margin | 0 | 1 |
stage by stage:
stage	worst slack, ns	hold slack, ns	total power, mW	instances	instance area (um2)
2_1_floorplan	0.5259	0.2244	1.029	343	3338
5_1_grt	0.04851	0.1874	1.880	510	3822
4_1_cts	0.2528	0.1819	1.830	510	3816
3_5_place_dp	0.2827	0.3764	1.067	494	3641
6_report	0.2458	0.1546	1.798	510	3822
3_3_place_gp	0.3065	0.3671	1.064	494	3641
per-layer routing:
metal	share of wire, %	up-vias	routed length (um)
li1	-	1236	-
met1	50	1170	3156
met2	45	37	2841
met3	3.7	10	233
met4	1.5	0	93
met5	0	-	0
cells in the mapped netlist (4+ instances only):
cell / instances
clkbuf_1: 4
a211oi_1: 5
nand4_1: 7
or3_1: 9
nand3_1: 8
inv_1: 13
nor3_1: 10
mux2i_1: 4
nand2_1: 71
nor4_1: 5
nor2_1: 23
o21ai_0: 26
ha_1: 25
dfrtp_1: 63
xnor2_1: 11
a21oi_1: 9
layout by cell type, fill, tap and decap left out, types with 3 or more instances in the layout:
cell type	n
nand2b_1	3
clkbuf_8	10
inv_1	13
nand3_1	8
clkdlybuf4s50_1	10
buf_4	8
nor4_2	4
ha_1	25
nor2_1	23
a21oi_1	9
xnor2_1	11
nor4_1	4
nor3_1	10
nand2_1	71
nand4_1	7
mux2i_1	4
a31o_2	3
o21ai_0	26
a211oi_1	5
nor4_4	3
xor2_1	3
or3_1	9
dfrtp_1	63
Power is estimated from default activity; no workload was simulated.
