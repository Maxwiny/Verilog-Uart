==> flow/design.v <==
`timescale 1ns / 1ns
module uart_tx#(
	parameter	p_sys_clk = 'd50_000_000,
	parameter	p_baud = 'd115200
)(
	input	wire	clk,
	input	wire	rstn,
	input	wire	en,
	input	wire	[7:0]	data,
	output	reg	done,
	output	reg	txd
);
localparam	l_baud_max = p_sys_clk / p_baud - 1;
reg	[19:0]	baud_cnt;
reg	[3:0]	bps_cnt; 
always@(posedge clk or negedge rstn)
	if(rstn == 0)begin
		baud_cnt <= #1 0;
	end else if(en == 1)begin
		if(baud_cnt == l_baud_max)begin
			baud_cnt <= #1 0;
		end else begin
			baud_cnt <= #1 baud_cnt + 'd1;
		end
	end else begin
		baud_cnt <= #1 0;
	end
always@(posedge clk or negedge rstn)
	if(rstn == 0)begin
		bps_cnt <= #1 0;
	end else if(en == 1)begin
		if(baud_cnt == 1)begin
			if(bps_cnt == 'd11)begin
				bps_cnt <= #1 0;
			end else begin
				bps_cnt <= #1 bps_cnt + 'd1;
			end
		end
	end else begin
		bps_cnt <= #1 0;
	end
always@(posedge clk or negedge rstn)
	if(rstn == 0)begin
		txd <= #1 1;
		done <= #1 0;
	end else case(bps_cnt)
		'd0: done <= #1 0;
		'd1: txd <= #1 0;
		'd2: txd <= #1 data[0];
		'd3: txd <= #1 data[1];
		'd4: txd <= #1 data[2];
		'd5: txd <= #1 data[3];
		'd6: txd <= #1 data[4];
		'd7: txd <= #1 data[5];
		'd8: txd <= #1 data[6];
		'd9: txd <= #1 data[7];
		'd10: txd <= #1 1;
		'd11: 	begin
			txd <= #1 1;
			done <= #1 1;
			end
		default: txd <= #1 1;
	endcase
endmodule
==> flow/run.sh <==
#!/bin/bash
# OpenROAD 26Q1-2900-gdf79404cd8, Yosys 0.63+post, stock flow scripts
make -C /OpenROAD-flow-scripts/flow DESIGN_CONFIG=/design/flow/config.mk WORK_HOME=/design/flow/orfs finish
==> flow/config.mk <==
export PLATFORM = sky130hd
export DESIGN_NAME = uart_tx
export DESIGN_NICKNAME = uart_tx
export VERILOG_FILES = /design/flow/design.v
export SDC_FILE = /design/flow/constraint.sdc
export NUM_CORES = 4
export LEC_CHECK = 1
export CORE_UTILIZATION = 30
==> flow/constraint.sdc <==
current_design uart_tx

set clk_period 3.4
set clk_io_pct 0.2

create_clock -name clk0 -period $clk_period [get_ports {clk}]

set non_clock_inputs [all_inputs -no_clocks]
set_input_delay [expr $clk_period * $clk_io_pct] -clock clk0 $non_clock_inputs
set_output_delay [expr $clk_period * $clk_io_pct] -clock clk0 [all_outputs]
==> results_slide.txt <==
Synthesis and Place & Route Summary

Outcome
  • Status: completed

CTS
  • Clock sink count: 26
  • CTS Hold Bufs: 0
  • Root Driver: clkbuf_8
  • Inserted Clock Buffers: 3
  • H-tree lvl count: 1
  • Clk slew on worst S/H paths: about 0.09 ns
  • CTS tree: done
  • Setup bufs post-CTS: 0
  • Post_cts resized: 0
  • Clock Latency Late Sink: around 0.27 ns
  • Worst-case clock buffer depth: 2

Floorplan
  • Die x size: a little over 70 um
  • Core area: 4474 sq um
  • Chip height: ~71 um
  • FP Util: 0.3224
  • I/O pin cnt: 13
  • Chip area: about 5100 sq um
  • # rows: 24

Route
  • Routed Antenna Nets: 0
  • Routed WL: about 2.8 mm
  • # diodes: 0
  • Initial DRC count: a little over 50
  • Detailed Routing Iterations Pass 1: 22
  • Wire length per cell: between 10 and 15 um
  • DRC: 0
  • Via count: between 1000 and 1500
  • Vias per cell: ~5.4

Synth
  • Synth Area in XOR/XNOR: 0.06678
  • Yosys cell types: 36
  • Post-Syn Area: 1443 sq um
  • Yosys stat cell total: 153
  • Compound-cell area share of the yosys netlist: 0.1474
  • Post-synthesis async set-or-reset flop share: 1.000
  • Post-Synth Adder-Cell Area: 0.05204
  • Syn Inst Count: about 150
  • Synth Warn #: 1
  • Mean Syn Cell Area: around 9.4 sq um
  • Ys flops: 26
  • Chip Area, Yosys: 1443 sq um
  • Dominant comb cell: simple AND/OR/NAND/NOR gates
  • Yosys simple share: 0.2411
  • Synth mux share: 0.006938
  • Dominant register cell: dfrtp_1
  • Sequential element share of the synthesized area: 0.4519
  • Post-synth EDFFs: 0

STA
  • Pins Over Slew Limit: 0
  • Min cycle time layout: about 2.2 ns
  • Clock Skews: between 0.002 and 0.0025 ns
  • Fmax: ~450 MHz
  • Period utilization: 0.6573
  • Worst slew margin: 0.4953
  • Setup_tns: 0 ns
  • Final WS setup: 1.165 ns
  • Setup-failing EPs final: 0
  • Tightest Pin Transition: ~0.76 ns
  • Final Hold Fails: 0
  • RSZ-0062 raised after global routing: false

Power
  • Switching share of power: 0.2277
  • P_sw: 0.0001317 W
  • Power share of the combinational group: 0.098
  • Internal cell power: roughly 0.00045 W
  • Max VDD drop: about 0.00024 V
  • Power per cell area: approximately 350 nW/um^2
  • LEAKAGE: between 0.6 and 0.7 nW
  • Clock network fraction of total power: 0.344
  • Flop pwr share: 0.559

Worst setup path
  • Top delay family on crit path: simple AND/OR/NAND/NOR gates
  • Critical Path End: baud_cnt[10]
  • Worst reg2reg path startpoint: baud_cnt[1]
  • CP bufs+invs: 1
  • Crit path DRT: 3.53 ns
  • Worst Setup Path Type: flip-flop to flip-flop
  • Worst path slowest cell: o21ai_2
  • Worst reg2reg endpoint: baud_cnt[10]
  • R2r setup slk: ~1.2 ns
  • CP Launch Type: flip-flop
  • Crit-path cells: inv_1 -> ha_1 -> nor4b_1 -> nand4_1 -> o21ai_2 -> nor2_1
  • Worst path max stage delay: roughly 0.72 ns
  • CP arrival: 2.36 ns
  • Setup crit end kind: flip-flop
  • Critical Path Stages: 6
  • Cell count of the worst reg-to-reg path: 6
  • Crit-path max FO: 19
  • Worst Setup SP: baud_cnt[1]

Place
  • Port buffer count: 12
  • RePlAce Congestion: between 0.7 and 0.8
  • Dpl ws: approximately 1.2 ns
  • Placed Cells: 214
  • DP HPWL: 1.960 mm

GRT
  • Initial antenna violation count: 0
  • First-pass GRT wire length: 5.085 mm
  • Largest net degree at the start of global routing: 27
  • GRT Total Usage: 0.1245
  • Vias in the first global route: around 1100
  • Remaining global-route overflow: 0

Min path
  • WHS Path Cells: 2
  • Worst Hold Class: flip-flop to flip-flop

Layout
  • Area grow syn2layout: 15.87%
  • Layout cells sized above 1: 0.05422
  • Most frequent logic cell in the layout: dfrtp_1
  • Final Non-Filler Cells: around 220
  • Fill cells: 432
  • Most frequent cells in the layout: dfrtp_1 (25), nor2_1 (18), clkdlybuf4s50_1 (12)

Job
  • Max-Cap Viols: 0
  • OpenROAD warning count: 29
## power groups by stage
stage | Clock [W] | Combinational, W | Sequential, W
after CTS | 0.000207 | 0.0000574 | 0.000323
after global routing | 0.000217 | 0.0000654 | 0.000325
final | 0.000199 | 0.0000565 | 0.000323
## worst min-delay path by stage
| stage | startpoint | endpoint |
|---|---|---|
| after CTS | done | done |
| after global routing | baud_cnt[0] | baud_cnt[0] |
| final | done | done |
## synth_stat cells, types with 2 or more instances
master	count	area (sq um)
nor3_1	2	10.01
xnor2_1	6	52.55
or3_1	5	31.28
xor2_1	5	43.79
nor4_1	5	31.28
a21oi_1	11	55.05
ha_1	6	75.07
and3_1	2	12.51
dfrtp_1	25	625.6
nand4_1	7	43.79
buf_2	3	15.01
nand3_1	9	45.04
o21ai_0	7	35.03
nor2_1	18	67.56
nand2_1	6	22.52
o31ai_1	5	37.54
o21a_1	2	15.01
inv_1	8	30.03
or4_1	4	30.03
## metrics by stage
stage | hold slack, ns | util | power [W] | instance area (sq um)
after floorplan | 0.3844 | - | 0.0003573 | 1443
after global placement | 0.5108 | 0.3613 | 0.0003846 | 1617
after detailed placement | 0.5171 | 0.3613 | 0.0003863 | 1617
after CTS | 0.5405 | 0.3736 | 0.0005879 | 1672
after global routing | 0.5583 | 0.3736 | 0.0006074 | 1672
final | 0.5272 | 0.3736 | 0.0005786 | 1672
## worst register-to-register path: stages, from the launching register on
cell and delay (ns):
dfrtp_1 0.43, inv_1 0.07, ha_1 0.14, nor4b_1 0.25
nand4_1 0.36, o21ai_2 0.72, nor2_1 0.13
## registers in the layout, indices dropped and copies added (netlist names)
register and count:
bps_cnt 4, baud_cnt 20, txd 1, done 1
## cell families (layout without fill, tap and decap cells)
| logic type | count (synthesis) | in the layout |
|---|---|---|
| AND/OR/NAND/NOR | 64 | 64 |
| AND-OR/OR-AND | 33 | 33 |
| buffers and inverters | 12 | 25 |
| XOR/XNOR | 11 | 11 |
| flip-flops | 26 | 26 |
| multiplexers | 1 | 1 |
| adder cells (fa/ha/maj) | 6 | 6 |
## cell type report
type	count	area, sq um	area share
clock buffers	4	55.05	0.03293
inverters	8	30.03	0.01796
multi-input cells	115	742.0	0.4439
flip-flops and latches	26	651.9	0.3900
well taps	52	65.06	0.03892
repair buffers	13	127.6	0.07635
## routing by layer
layer	up-vias	global-route usage	share of wire	wire, um
met5	-	0	0	0
met4	0	0.008889	0.0076	21
met3	2	0.02282	0.037	102
met2	26	0.1884	0.45	1245
met1	550	0.2004	0.50	1394
li1	591	-	-	-
Power and IR drop assume default switching activity.
